<file path="flow/run.sh">
#!/bin/bash
# OpenROAD 26Q1-2900-gdf79404cd8, Yosys 0.63+post, stock flow scripts
make -C /OpenROAD-flow-scripts/flow DESIGN_CONFIG=/design/flow/config.mk WORK_HOME=/design/flow/orfs finish
</file>
<file path="flow/constraint.sdc">
current_design top

set clk_period 1.2
set clk_io_pct 0.2

create_clock -name clk0 -period $clk_period [get_ports {clk}]
create_clock -name clk1 -period $clk_period [get_ports {rst}]

set non_clock_inputs [all_inputs -no_clocks]
set_input_delay [expr $clk_period * $clk_io_pct] -clock clk0 $non_clock_inputs
set_output_delay [expr $clk_period * $clk_io_pct] -clock clk0 [all_outputs]
</file>
<file path="flow/config.mk">
export PLATFORM = sky130hd
export DESIGN_NAME = top
export DESIGN_NICKNAME = top
export VERILOG_FILES = /design/flow/design.v
export SDC_FILE = /design/flow/constraint.sdc
export NUM_CORES = 4
export LEC_CHECK = 1
export CORE_AREA = 10 10 70 70
export DIE_AREA = 0 0 80 80
</file>
<file path="flow/design.v">
module dice (clk, rst, button, throw);
	input clk, rst, button;
	output reg[2:0] throw;
	always @(posedge rst)
		if (rst) throw = 3'b001;
	always @(posedge clk)
		throw = (!rst&button)?throw+1:throw;
	always @(throw)
		if ((throw==3'b000)||(throw==3'b111)) throw = 3'b001;
endmodule
module traffic_lights (
	input clk,
	output red,
	output amber,
	output green
	);
	reg red, amber, green;
	always @(posedge clk)
    	case ({red, amber, green})
		3'b100  : {red, amber, green} <= 3'b110;
        3'b110  : {red, amber, green} <= 3'b001;
        3'b001  : {red, amber, green} <= 3'b010;
        3'b010  : {red, amber, green} <= 3'b100;
        default : {red, amber, green} <= 3'b001; 
    endcase
endmodule
module top (
	input sel,
	input clk,
	input rst,
	input button,
	output [2:0] out
	);
	wire [2:0] out,dice_out;
	assign out = sel?{red,amber,green}:dice_out;
	dice I1 (.rst(rst),.clk(clk),.button(button),.throw(dice_out));
	traffic_lights I2 (clk,red,amber,green);
endmodule
</file>
==> results.toml <==
# synthesis and place-and-route metrics
[critical_path]
required_ns = 0.96
reg2reg_from = "I2.green"
critPathArrivalTime_ns = 0.92
startpoint = "I2.red"
rrSetupSlack_ns = 0.41
criticalPathCategory = "flop to output pin"
endpoint = "out[2]"
worstPathMaxFanout = 2
r2r-end = "I2.green"
reg2regPathDepth = 3
critPathLaunchType = "flop"
end_kind = "output pin"

[global_routing]
grt_pass1_vias = 130
grtUsageMet1_pct = 0.997
grt_max_degree = 5
overflow = 0
antenna_found_initial = 0
use_met3_pct = 1.59
grt_most_used_layer = "met3"
grtUsageMet2_pct = 1.36
grt_pass1_wl_um = 531
grt_usage_pct = 1.16

[logic_synthesis]
top_area_share_pct = 48.5
ys_cells = 13
ys_top_cells_by_area = "dfxtp_1 48%, xnor2_1 14%, xor2_1 7.1%"
post_synth_num_cell_types = 9
synthXorXnorAreaFrac_pct = 21.2
synth_cells = 13
compound_area_share_pct = 8.08
ys_seq_share_pct = 48.5
synth_flop_count = 3
logic_family = "simple AND/OR/NAND/NOR gates"
ys_sh_simple_pct = 22.2
syn_avg_cell_area_um2 = 9.53
yosysChipArea_um2 = 124
ys_sh_adder_pct = 0
yosysWarnings = 15
top_area_cell = "dfxtp_1"
netlist_area_um2 = 124
mux_share_pct = 0

[power_and_ir_drop]
p_sw_share_pct = 19.7
p_seq_share_pct = 34.9
p_per_area_mw_per_mm2 = 1030
ir_drop_mv = 0.169
p_leak_uw = 0.000107
pwr-share-clk_pct = 62.1
internal_power_uw = 230
switching_power_uw = 56.5
p_comb_share_pct = 2.9

[floorplanning]
num_rows = 21
io-pin-count = 7
die_area_mm2 = 0.00640
die_h_um = 80
fp.dieW_um = 80
fp-utilization_pct = 3.63
core-area_mm2 = 0.00342

[routing]
drc = 0
viasPerCell = 1.64
wl_per_cell_um = 5.20
drt-pass1-iter-count = 2
wl_um = 364
num_vias = 115
n_antenna_cell = 0
drt_iter0_markers = 2
ant_nets = 0

[timing]
setup_ws_ns = 0.0357
slew_headroom_pct = 89.8
rsz0062_at_grt = "false"
final_max_slew_viol_count = 0
fin_hold_ws_ns = 0.517
finalHoldViolCount = 0
fin_skew_ns = 0.000753
setup_viol = 0
finalSetupTns_ns = 0
worstMarginPinSlew_ns = 0.152

[clock_tree]
tritoncts = "built"
htreeDepth = 1
max-clock-path-buffers = 2
cts_sinks = 3
clkTransAtPathRegs_ns = 0.04
cts_hold_buffers = 0
cts_made_buffers = 3
cts_root_buf = "clkbuf_4"

[hold_path]
hp-class = "flop to flop"
hp-start = "I2.amber"
hold_depth = 2

[flow_run]
warnings = 28
drv_cap = 0

[status]
status = "complete, no violations"

[placement]
dp_slack_ns = -0.421
port_buffers = 4
place.gp.congestion = 0.634

[finish]
synthToLayoutAreaGrowth_pct = 125
final_core_util_pct = 8.17
final_cell_mix = "3 x dfxtp_2, 3 x clkbuf_4, 3 x dlygate4sd2_1, 3 x buf_4"
layout-drive-gt1-share_pct = 50.0
final.fill_count = 404
[per-stage QoR]
step | cells | total power [uW] | area, um2
after floorplan | 13 | 102 | 124
after global placement | 66 | 110 | 244
after detailed placement | 66 | 110 | 244
after CTS | 70 | 297 | 279
after global routing | 70 | 297 | 279
final | 70 | 287 | 279
[worst max-delay path: stages, from the launching register on]
cell and delay [ns]:
dfxtp_2 0.30, and2_2 0.15, dlygate4sd2_1 0.23
[how the worst min path moves through the flow]
stage	to	slack, ns
4_1_cts	I2.amber	0.52
5_1_grt	I2.amber	0.54
6_report	I2.amber	0.52
[what timing repair did]
item                       in CTS  in global routing
buffers inserted                0                  0
setup endpoints to repair       3                  0
hold endpoints to repair        0                  0
resized                        10                  0
[registers in the layout (all words and copies together), names as in the netlist]
signal,count
I2.amber,1
I2.red,1
I2.green,1
[cell usage after synthesis]
| master | count |
|---|---|
| dfxtp_1 | 3 |
| nor2_1 | 2 |
| xnor2_1 | 2 |
| and2_1 | 1 |
| and2_2 | 1 |
| nand2b_1 | 1 |
| o21ai_0 | 1 |
| o21ai_1 | 1 |
| xor2_1 | 1 |
[kinds of logic (layout without fill, tap and decap cells)]
logic type / count (synthesis) / in the layout
flops: 3 / 3
buf+inv: 0 / 11
xor+xnor: 3 / 3
simple gates: 5 / 5
compound gates: 2 / 2
[per-layer routing]
layer	routed length [um]	part of all wire, %	vias up
met1	144	40	47
li1	-	-	64
met4	0	0	0
met2	139	38	4
met5	0	0	-
met3	81	22	0
[power groups by stage]
| stage | combinational, uW | sequential [uW] | clock (uW) |
|---|---|---|---|
| 4_1_cts | 8.83 | 100 | 188 |
| 5_1_grt | 9.31 | 100 | 187 |
| 6_report | 8.35 | 100 | 178 |
[area by class of cell]
cell class                      count  area [um2]  area share [%]
Multi-Input combinational cell     10        71.3            25.6
Timing Repair Buffer                7        60.1            21.5
Tap cell                           46        57.6            20.6
Sequential cell                     3        63.8            22.9
Clock buffer                        4        26.3            9.42
Power figures rest on the tool's default switching activity, not on a simulated workload.
