===== flow/design.v =====
module multiplier(a, b, z);
    input [2:0] a;
    input [2:0] b;
    output reg [5:0] z;
    always @(a, b) begin
        case ({a, b})
            6'b000000: z <= 6'b000000;  
            6'b000001: z <= 6'b000000;  
            6'b000010: z <= 6'b000000;  
            6'b000011: z <= 6'b000000;  
            6'b000100: z <= 6'b000000;  
            6'b000101: z <= 6'b000000;  
            6'b000110: z <= 6'b000000;  
            6'b000111: z <= 6'b000000;  
            6'b001000: z <= 6'b000000;  
            6'b001001: z <= 6'b000001;  
            6'b001010: z <= 6'b000010;  
            6'b001011: z <= 6'b000011;  
            6'b001100: z <= 6'b000100;  
            6'b001101: z <= 6'b000101;  
            6'b001110: z <= 6'b000110;  
            6'b001111: z <= 6'b000111;  
            6'b010000: z <= 6'b000000;  
            6'b010001: z <= 6'b000010;  
            6'b010010: z <= 6'b000100;  
            6'b010011: z <= 6'b000110;  
            6'b010100: z <= 6'b001000;  
            6'b010101: z <= 6'b001010;  
            6'b010110: z <= 6'b001100;  
            6'b010111: z <= 6'b001110;  
            6'b011000: z <= 6'b000000;  
            6'b011001: z <= 6'b000011;  
            6'b011010: z <= 6'b000110;  
            6'b011011: z <= 6'b001001;  
            6'b011100: z <= 6'b001100;  
            6'b011101: z <= 6'b001111;  
            6'b011110: z <= 6'b010010;  
            6'b011111: z <= 6'b010101;  
            6'b100000: z <= 6'b000000;  
            6'b100001: z <= 6'b000100;  
            6'b100010: z <= 6'b001000;  
            6'b100011: z <= 6'b001100;  
            6'b100100: z <= 6'b010000;  
            6'b100101: z <= 6'b010100;  
            6'b100110: z <= 6'b011000;  
            6'b100111: z <= 6'b011100;  
            6'b101000: z <= 6'b000000;  
            6'b101001: z <= 6'b000101;  
            6'b101010: z <= 6'b001010;  
            6'b101011: z <= 6'b001111;  
            6'b101100: z <= 6'b010100;  
            6'b101101: z <= 6'b011001;  
            6'b101110: z <= 6'b011110;  
            6'b101111: z <= 6'b100011;  
            6'b110000: z <= 6'b000000;  
            6'b110001: z <= 6'b000110;  
            6'b110010: z <= 6'b001100;  
            6'b110011: z <= 6'b010010;  
            6'b110100: z <= 6'b011000;  
            6'b110101: z <= 6'b011110;  
            6'b110110: z <= 6'b100100;  
            6'b110111: z <= 6'b101010;  
            6'b111000: z <= 6'b000000;  
            6'b111001: z <= 6'b000111;  
            6'b111010: z <= 6'b001110;  
            6'b111011: z <= 6'b010101;  
            6'b111100: z <= 6'b011100;  
            6'b111101: z <= 6'b100011;  
            6'b111110: z <= 6'b101010;  
            6'b111111: z <= 6'b110001;  
            default: z <= 0;
        endcase
    end
endmodule

===== flow/run.sh =====
#!/bin/bash
# OpenROAD 26Q1-2900-gdf79404cd8, Yosys 0.63+post, stock flow scripts
make -C /OpenROAD-flow-scripts/flow DESIGN_CONFIG=/design/flow/config.mk WORK_HOME=/design/flow/orfs finish

===== flow/config.mk =====
export PLATFORM = sky130hd
export DESIGN_NAME = multiplier
export DESIGN_NICKNAME = multiplier
export VERILOG_FILES = /design/flow/design.v
export SDC_FILE = /design/flow/constraint.sdc
export NUM_CORES = 4
export LEC_CHECK = 1
export CORE_AREA = 10 10 70 70
export DIE_AREA = 0 0 80 80

===== flow/constraint.sdc =====
current_design multiplier

set clk_period 1.9
set clk_io_pct 0.2

create_clock -name clk0 -period $clk_period

set non_clock_inputs [all_inputs -no_clocks]
set_input_delay [expr $clk_period * $clk_io_pct] -clock clk0 $non_clock_inputs
set_output_delay [expr $clk_period * $clk_io_pct] -clock clk0 [all_outputs]

==> design notes <==
The worst pin sits at a relative slew slack of 87.7%. The run gives 489 as the number of global-route vias before repair. The final critical-path setup slack came out at -0.00179 ns.

The count of port buffers added during placement works out to 12. Category of the worst setup path capture point: an output pin. Of the synthesized area, sequential elements account for 0%. For the post-placement cell area, the log shows 574 um2.

At the end of the flow the core is filled with cells to 20.1%. The tools report the type of origin of the critical path as a primary input. The dominant logic cell type in the layout was buf_4.

Pin placement for this block handled 12 I/O pins. The pre-placement core utilization came out at 9.82%. The placer's final routability congestion estimate came out at 0.781. The count of routing violations after the opening detailed-route iteration was 13; the remaining global-route overflow was 0. The library cells used most frequently in the layout, excluding fill and tap cells, are buf_4 (14), nand2_1 (9), buf_6 (6).

The maximum frequency from static timing analysis is 526 MHz, and the clock buffer count is 0. The script reports the combined buffer and inverter count of the critical path as 3. The portion of the clock cycle consumed by the worst path in the final layout was 100%.

Path type of the worst setup path: in2out. After detailed placement, the design holds a cell count of 116. On the critical path the largest part of the delay comes from buffers and inverters. The script parses the final routing iteration and logs DRC violations as 0.

The run gives 1 for the setup violation total in the final timing report. In this run the remaining antenna-violating nets after routing total 0. Setup repair after global routing could not meet its margin everywhere. The transition time recorded at the tightest slew-check pin is 0.179 ns. The data arrival time reported for the critical path is 1.52 ns. The tools report the core box area as 0.00342 mm2. The library cell contributing the largest single delay on the critical path is a21oi_1. The detailed router reported a total wirelength of 1270 um. Among all stages on the critical path, the maximum delay recorded is 0.19 ns. For the quantity of hold-fixing buffers added after cts, the log shows 0. Looking at the VDD voltage map, the peak drop is 0.0000338 V. The routed design ends up with an antenna cell count of 0. Max-cap violations in this run came to 0.

For this block, the via count after detailed routing is 456. The total power density per cell area was 211 mW/mm2; the via count normalized by instance count was 3.68. Hold is met by 1.16 ns. The final reports fail on setup timing.

The mapped netlist covers 335 um2. The final routed wire length divided by cell count came out at 10.3 um. The overall die height is 80 um, and the area taken by flip-flops and latches is 0 um2. There are 0 flip-flops and latches. The number of placement rows is 21, and the total die size is 0.00640 mm2. The stage logs contain a warning count of 37.

The run gives 0 as the count of pins over their slew limit. The most numerous cell type found on the critical path is mux2i_1. The largest fanout on the critical path is 7, and the hold violation count in the final report is 0. The average cell area after synthesis was 6.71 um2.

The required time at the worst endpoint is listed as 1.52 ns. Cells with a size suffix above 1 make up 55.1% of the layout. For the Yosys warning count, the log shows 1.

The first global-routing pass estimated 2260 um of wire. The cell sequence reported for the critical path is buf_4, buf_6, ha_4, mux2i_1, mux2i_1, a21oi_1, a22o_1, buf_2. The worst hold path class was in2out. The setup TNS came out at -0.00179 ns. Summing all non-filler instances in the final layout gives an area of 687 um2. Counting every instance in the synthesized netlist gives 50.

The synthesized netlist was found by Yosys to have 50 cells. The number of different library cells in the post-synthesis netlist was 24. The run finished, with violations left. Entering global routing, the biggest net connects 9 pins. The number of antenna violations at the first check in global routing is 0, and the overall routing resource usage is 4.18%. The routed design could run at a clock period as short as 1.90 ns.

According to the Yosys statistics, the synthesized design has a chip area of 335 um2. From left edge to right edge, the die measures 80 um. Leaving out filler cells and counting taps, the final layout contains 124.

After legalization and detailed placement, the total HPWL measured 917 um. Relative to the synthesized area, the layout overhead comes to 105%. The number of optimization iterations in the first detailed-route pass is 4, and the leakage power summed over all cells is 0.322 nW.
==> path summary, 6_finish.rpt <==
check	from	end	slack, ns	cells after the start
min	a[2]	z[5]	1.16	4
max	b[1]	z[3]	-0.002	8
==> synth_stat cells <==
cell      number  area [um2]
a211oi_2       1        12.5
mux2_4         1        15.0
buf_6          1        11.3
a22o_1         1        8.76
o21ai_0        6        30.0
o22ai_1        1        6.26
o21ai_2        1        8.76
xnor2_1        1        8.76
buf_2          2        10.0
a22oi_1        1        7.51
and3_1         1        6.26
mux2i_1        2        20.0
nand2_2        1        6.26
nand4_1        1        6.26
a21o_1         1        7.51
nor2b_1        1        6.26
ha_1           5        62.6
a311o_1        1        10.0
inv_1          3        11.3
and2_2         1        7.51
nand2_1       10        37.5
a211oi_1       1        7.51
nor2_1         2        7.51
a21oi_1        4        20.0
==> what timing repair did <==
item,in CTS,in global routing
setup buffers,7,0
pin swaps,10,2
gates resized,46,10
endpoints found under the setup margin,6,3
endpoints found under the hold margin,0,0
gates cloned,1,0
==> through the flow <==
| stage | worst slack (ns) | power, mW |
|---|---|---|
| floorplan | 0.142 | 0.0543 |
| global placement | -0.836 | 0.119 |
| detailed placement | -0.853 | 0.121 |
| CTS | 0.00607 | 0.139 |
| global route | -0.0832 | 0.160 |
| finish | -0.00179 | 0.145 |
==> metal layers <==
metal | GRT usage (%) | vias up | routed length [um]
met1 | 5.28 | 215 | 563
met4 | 0 | 0 | 0
met3 | 0.114 | 0 | 25
met2 | 8.03 | 7 | 685
li1 | - | 234 | -
met5 | 0 | - | 0
==> worst min-delay path: stages <==
cell and delay, ns:
clkbuf_2 0.15, nand2_1 0.11, a211oi_2 0.04, buf_2 0.11
==> final cells by class <==
cell class,count,area (um2)
fill,380,2730
multi-input combinational,44,372
timing repair buffer,31,244
tap,46,57.6
inverter,3,13.8
==> where the power goes <==
part	switching (mW)	internal, mW
logic	0.0643	0.0807
clock network	0	0
registers	0	0
total	0.0643	0.0807
==> logic make-up after synthesis <==
| group | after synthesis | share of synthesized area (%) |
|---|---|---|
| compound gates | 18 | 35.5 |
| simple gates | 17 | 23.1 |
| buf+inv | 6 | 9.70 |
| fa+ha+maj | 5 | 18.7 |
| mux | 3 | 10.4 |
| xor+xnor | 1 | 2.61 |
No activity file was given, so power comes from the tool's default toggle rates.
